[design/flow/design.v]
`timescale 1ns / 1ps
module ALU(out,in0,in1,sel);
 input [15:0]in0,in1;
 input sel;
 output reg [15:0]out;
 always @(*)
  begin
   if(sel) out<=in0+in1;
   else if(!sel) out<=in0-in1;
  end	
endmodule
`timescale 1ns / 1ps
module counter(dout,dec,ld,clk);
  input dec,ld,clk;
  output reg [4:0] dout;
  always @(posedge clk)
   begin
	if(dec) dout<=dout-1;
	else if (ld) dout<= 5'b10000;
	end
endmodule
`timescale 1ns / 1ps
module data_path(data_in,clk,lda,clra,sfta,ldq,sftq,clrq,clrff,ldm,addsub,dec,ldcnt,qm1,eqz);
  input lda,ldq,ldm,clra,dec,ldcnt,clrq,clrff,sfta,sftq,addsub,clk;
  input [15:0] data_in;
  output qm1,eqz;
  wire [15:0] A,M,Q,Z;
  wire [4:0]count;
  assign eqz = ~|count; 
  shiftreg AR (A, Z, A[15], clk, lda, clra, sfta);
  shiftreg QR (Q,data_in ,A[0],clk,ldq,clrq,sftq);
  dff      QM (Q[0],qm1,clk,clrff);
  pipo     MR (M,data_in,clk,ldm);
  ALU      AS (Z,A,M,addsub);
  counter  CN (count,dec,ldcnt,clk);
endmodule
`timescale 1ns / 1ps
module dff(d,q,clk,clr);
 input d,clk,clr;
 output reg q;
 always @(posedge clk)
  begin
  if(clr) q<=0;
  else q<=d;
  end
endmodule
`timescale 1ns / 1ps
module pipo(dout,din,clk,ld);
  input [15:0]din;
  input ld,clk;
  output reg [15:0] dout;
   always @(posedge clk)
   if(ld) dout<=din;
endmodule
`timescale 1ns / 1ps
module shiftreg(dout,din,s_in,clk,ld,clr,sft );
  input s_in,clk,ld,clr,sft;
  input [15:0] din;
  output reg [15:0] dout;
  always@(posedge clk)
   begin
	 if(clr) dout<=0;
	 else if(ld) dout<=din;
	 else if(sft) dout<={s_in,dout[15:1]};
	 end
endmodule
[design/flow/run.sh]
#!/bin/bash
# OpenROAD 26Q1-2900-gdf79404cd8, Yosys 0.63+post, stock flow scripts
make -C /OpenROAD-flow-scripts/flow DESIGN_CONFIG=/design/flow/config.mk WORK_HOME=/design/flow/orfs finish
[design/flow/config.mk]
export PLATFORM = sky130hd
export DESIGN_NAME = data_path
export DESIGN_NICKNAME = data_path
export VERILOG_FILES = /design/flow/design.v
export SDC_FILE = /design/flow/constraint.sdc
export NUM_CORES = 4
export LEC_CHECK = 1
export CORE_UTILIZATION = 40
[design/flow/constraint.sdc]
current_design data_path

set clk_period 6.0
set clk_io_pct 0.2

create_clock -name clk0 -period $clk_period [get_ports {clk}]

set non_clock_inputs [all_inputs -no_clocks]
set_input_delay [expr $clk_period * $clk_io_pct] -clock clk0 $non_clock_inputs
set_output_delay [expr $clk_period * $clk_io_pct] -clock clk0 [all_outputs]
==> run summary <==
status - completed
Residual DRC - 0
register share after synthesis - 39.0%
layout cells sized above 1 - 6.32%
PortBufs - 29
post-synth top area cell - dfxtp_1
synthesized area - 3310 um2
hold depth - 1
Yosys reg bits - 54
tool warnings - 29
initial drt markers - 89
Post-CTS Setup Bufs - 0
Cell Pwr Density - 263 nW/um2
Worst Path Arrival - 4.30 ns
worst IR drop on VDD - 0.000109 V
global-route wire length before repair - 10500 um
post-cts resize count - 0
CTS Hold Bufs - 0
CP startpoint kind - input pin
Worst Hold Margin - 0.475 ns
post-route minimum period - 4.05 ns
DP Worst Slack - 1.66 ns
dominant register cell - dfxtp_1
initial antenna violation count - 0
number of enable flip-flop cells - 21
dpl hpwl - 4610 um
Top Ports - 30
final hold vios - 0
diode count - 0
DR vias - 2498
Design Area, Final - 3780 um2
Final WS setup - 1.95 ns
clock-pin transition on the worst setup and hold timing paths - 0.10 ns
die area - 8650 um2
pin count of the biggest net entering global routing - 33
Detail Route Antenna Nets - 0
clock tree buffer depth - 2
Root Driver - clkbuf_8
worst-margin pin slew - 0.770 ns
Crit Path Class - input pin to flop
Fillers - 757
Vias/cell - 5.18
CTS Buf Count - 5
initial core utilization - 42.2%
total negative slack - 0 ns
RSZ-0062 raised after global routing - no
Syn Area/Cell - 9.30 um2
crit end category - flop
Slew Viols, Final - 0
yosys cell count - 356
clk_skew - 0.00711 ns
worst hold path type - flop to flop
Synth async-reset ratio - 0%
Slew headroom - 48.5%
max-cap violations - 0
CTS H-tree depth - 2
Yosys warnings - 5
die height - 93.0 um
grt ovf - 0
Synth cell types - 50
cells after synthesis - 356
CTS tree - built
Reg2Reg Depth - 11
vias in the first global route - 2338
Cell area leaders - dfxtp_1 (20%), edfxtp_1 (19%), ha_1 (7.9%), mux2i_1 (7.6%), nor2_1 (7.1%)
Dominant cell area share - 19.9%
cycle use final - 67.5%
P_leak - 1.51 nW
row count - 32
die width - 93.0 um
final WL - 6180 um
GRT Resource Usage Total - 15.5%
Latency at later pin - 0.31 ns
TritonCTS Sinks - 54
endpoints failing setup - 0
GP Congestion - 0.866
synthesis-to-finish area growth - 14.1%
yosys stat chip area - 3310 um2
Post-DP Area - 3690 um2
drt wl/cell - 12.8 um
Req. time, crit path - 6.25 ns
Critical Path Fanout Max - 16
Max Freq - 247 MHz
core area - 7850 um2
drt pass-1 iters - 4
-- flip-flops by register name, indices dropped and copies added (netlist names) --
register / flops
MR.dout: 16
AR.dout: 16
CN.dout: 5
QM.q: 1
QR.dout: 16
-- per-stage QoR --
stage	util (%)	power [mW]	std cells
finish	48.2	0.994	482
global route	48.2	1.06	482
CTS	48.2	1.00	482
detailed placement	47.0	0.785	474
global placement	47.0	0.785	474
floorplan	-	0.709	356
-- final timing paths --
path,start,endpoint,slack (ns)
worst max-delay path,addsub,AR.dout[15],1.95
worst min-delay path,QR.dout[0],QM.q,0.48
worst max register to register,MR.dout[4],AR.dout[15],2.72
worst min register to register,QR.dout[0],QM.q,0.48
-- cell type report --
cell class / count / area [um2] / share of cell area [%]
multi-input cells: 276 / 1920 / 50.7
inverters: 9 / 33.8 / 0.894
clock inverters: 2 / 17.5 / 0.463
repair buffers: 33 / 320 / 8.47
well taps: 102 / 128 / 3.38
flip-flops and latches: 54 / 1290 / 34.2
clock buffers: 6 / 72.6 / 1.92
-- cell families after synthesis --
family	synth area share [%]
AND-OR/OR-AND	16.5
XOR/XNOR	7.14
adder cells (fa/ha/maj)	8.54
buffers and inverters	3.14
flip-flops	39.0
multiplexers	8.58
AND/OR/NAND/NOR	17.1
-- synth_stat cells (2+ instances only) --
master and n:
or2b_1 3, dfxtp_1 33, nor4_1 2, xnor2_1 9, nand2_1 9, xor2_1 18, o21ai_0 9, nor2b_1 11
o211ai_1 2, edfxtp_1 21, and2_1 3, buf_1 4, or3_2 2, a211oi_1 21, nand4_1 3, clkbuf_1 10
nor3_1 9, ha_1 21, nor2_1 63, nand2_2 2, inv_1 9, nor4_2 2, a21o_1 6, a21oi_1 34
mux2i_1 25
-- critical path, stage by stage --
cell and delay, ns:
clkdlybuf4s50_1 0.81, mux2_2 0.43, ha_1 0.31, a211oi_1 0.07, o21bai_1 0.25, a22oi_1 0.17, o31ai_1 0.45, mux4_2 0.55
nand4_1 0.07
-- where the power goes --
group	leakage, nW	switching (mW)	internal [mW]
Sequential	0.481	0.0356	0.424
Combinational	0.984	0.165	0.154
Clock	0.0462	0.129	0.0859
-- layout by cell type, fill, tap and decap left out, drive strengths merged, types with 9 or more instances in the layout --
cell type	instances
o21ai	9
nor2	63
nor3	9
nand2	11
clkdlybuf4s50	29
nor2b	11
dfxtp	33
xor2	18
inv	11
edfxtp	21
xnor2	9
a211oi	21
ha	21
mux2i	25
a21oi	34
-- routing by layer --
| layer | track usage (%) | vias up | part of all wire, % |
|---|---|---|---|
| met5 | 0 | - | 0 |
| met4 | 2.05 | 0 | 0.60 |
| met3 | 2.56 | 2 | 3.7 |
| met2 | 24.0 | 36 | 44 |
| met1 | 24.6 | 1140 | 52 |
| li1 | - | 1320 | - |
Power and IR drop assume default switching activity.
