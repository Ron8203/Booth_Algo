[design/flow/config.mk]
export PLATFORM = sky130hd
export DESIGN_NAME = control_path
export DESIGN_NICKNAME = control_path
export VERILOG_FILES = /design/flow/design.v
export SDC_FILE = /design/flow/constraint.sdc
export NUM_CORES = 4
export LEC_CHECK = 1
export CORE_AREA = 10 10 70 70
export DIE_AREA = 0 0 80 80
[design/flow/constraint.sdc]
current_design control_path

set clk_period 1.7
set clk_io_pct 0.2

create_clock -name clk0 -period $clk_period [get_ports {clk}]

set non_clock_inputs [all_inputs -no_clocks]
set_input_delay [expr $clk_period * $clk_io_pct] -clock clk0 $non_clock_inputs
set_output_delay [expr $clk_period * $clk_io_pct] -clock clk0 [all_outputs]
[design/flow/design.v]
`timescale 1ns / 1ps
module control_path( lda,clra,sfta,ldq,clrq,sftq,ldm,clrff,addsub,start,dec,ldcnt,done,clk,q0,qm1,eqz );
  input clk,q0,qm1,eqz,start;
  output reg lda,clra,sfta,ldq,clrq,sftq,ldm,clrff,addsub,dec,ldcnt,done;
  reg [2:0] state;
  parameter S0=3'b000, S1=3'b001 ,S2=3'b010, S3=3'b011, S4=3'b100, S5=3'b101, S6=3'b110;
  always @(posedge clk)
   begin
	 case(state)
	  S0: if(start) state<=S1;
	  S1: state <=S1;
	  S2: #2 if ({q0,qm1}==2'b01) state <=S3;
	         else if({q0,qm1}==2'b10) state<=S4;
			   else state<=S5;
	  S3: state<=S5;
	  S4: state<=S5;
	  S5: #2 if(({q0,qm1}==01) && !eqz) state<=S3;
	         else if (({q0,qm1}==10) && !eqz) state<=S4;
				else if(eqz) state<=S6;
	  S6: state<=S6;
     default: state<=S0; 	  
	 endcase 
   end
 always @(state)
  begin
   case(state)
	 S0: begin clra=0; lda=0; sfta=0; clrq=0; ldq=0; sftq=0; ldm=0; clrff=0; done=0; end
	 S1: begin clra=1; clrff=1; ldcnt=1; ldm=1; end
	 S2: begin ldq=1; lda=0; clra=0; clrff=0; ldm=0; ldcnt=0; end
	 S3: begin ldq=0; addsub=1; lda=1; sfta=0; sftq=0; dec=0; end
    S4: begin lda=1; addsub=0; sfta=0; sftq=0; dec=0; ldq=0; end
    S5: begin sfta=1;sftq=1;lda=0;ldq=0;dec=1; end
    S6: begin done=1; end
    default: begin clra=0; sfta=0; ldq=0; sftq=0; end 	 
	endcase 
  end
endmodule
[design/flow/run.sh]
#!/bin/bash
# OpenROAD 26Q1-2900-gdf79404cd8, Yosys 0.63+post, stock flow scripts
make -C /OpenROAD-flow-scripts/flow DESIGN_CONFIG=/design/flow/config.mk WORK_HOME=/design/flow/orfs finish
==> flow_summary.json <==
{
  "reg2reg_from": "state[0]",
  "slew_viol_final": 0,
  "fp_util_pct": 15.0,
  "grtUsageTotal_pct": 3.15,
  "root_buffer": "clkbuf_4",
  "grt_max_degree": 16,
  "maxCapViolations": 0,
  "dieArea_um2": 6400,
  "gp_congestion": 0.838,
  "finalWirelength_um": 1040,
  "adder_share_pct": 0,
  "num_rows": 21,
  "yosys_area_um2": 513,
  "clockBufferDepth": 2,
  "outcome": "complete, no violations",
  "ys_sh_aoi_pct": 13.7,
  "seq_power_share_pct": 39.6,
  "cts_buffers": 3,
  "worstHoldStart": "state[2]",
  "hold_end": "state[1]",
  "dp_slack_ps": 52.4,
  "syn-instance-count": 60,
  "slowest_stage": "clkdlybuf4s50_1",
  "routed-via-count": 423,
  "die_w_um": 80,
  "ir_drop_v": 0.000575,
  "ctsResizeCount": 0,
  "synth_area_um2": 513,
  "drcViolationCount": 0,
  "ff2ff_path_depth": 3,
  "synth-simple-area-share_pct": 25.4,
  "setup_ws_ps": 262,
  "synth_warnings": 1,
  "fin_crit_ps": 1440,
  "start_kind": "input port",
  "mux_area_share_pct": 0,
  "p_leak_nw": 0.306,
  "end_kind": "flop",
  "ios": 17,
  "via_per_inst": 3.53,
  "total_power_mw": 1.10,
  "clk_pin_slew_ps": 40,
  "yosys-stat-cells": 60,
  "path_class": "in2reg",
  "r2r_slack_ps": 320,
  "synth.distinct_cells": 27,
  "worstPathMaxFanout": 3,
  "crit_path_cell_trace": "clkdlybuf4s50_1 -> nor2b_1 -> nor3_1 -> o21bai_1",
  "cts_max_level": 1,
  "place_area_um2": 684,
  "worstPathRequired_ps": 1610,
  "critPathBufInv": 1,
  "grt_pass1_wl_um": 1720,
  "warnings": 25,
  "avgSynthCellArea_um2": 8.55,
  "final_layout_top_logic_cell": "clkdlybuf4s50_1",
  "clock_latency_ps": 240,
  "drt-initial-drc-count": 10,
  "hold_viol": 0,
  "post_cts_buffers": 0,
  "swShare_pct": 35.0,
  "combinationalPowerShare_pct": 48.8,
  "port_buffers": 15,
  "hold-worst-slack_ps": 808,
  "grt-ovfl-total": 0,
  "dp_hpwl_um": 815,
  "grt_pass1_vias": 429,
  "antenna_cells": 0,
  "setup_viol": 0,
  "power.density_nw_per_um2": 1550,
  "post_drt_wl_per_cell_um": 8.67,
  "final_area_um2": 711,
  "ys_top_logic_family": "simple AND/OR/NAND/NOR gates",
  "ys_ff": 12,
  "max_freq_ghz": 0.695,
  "antenna_found_initial": 0,
  "hold_class": "reg2reg",
  "arrival_ps": 1350,
  "timing.final.crit_share_pct": 84.6,
  "hold_depth": 2,
  "drtPass1Iterations": 4,
  "path_delay_family": "buffers and inverters",
  "unclocked_regs": 9,
  "rsz0062_at_grt": "false",
  "cpPeakStageDelay_ps": 490,
  "drive_above_1_share_pct": 10.8,
  "pwr-share-clk_pct": 11.6,
  "die_h_um": 80,
  "p_int_mw": 0.718,
  "mostFrequentLayoutCells": "15 x clkdlybuf4s50_1, 9 x dlxtn_1, 7 x nand2_1",
  "power.net_switching_mw": 0.386,
  "ant_nets": 0,
  "area_delta_synth_final_pct": 38.5,
  "synthXorXnorAreaFrac_pct": 3.41,
  "fillerInstances": 399,
  "fin_tns_setup_ps": 0,
  "tritoncts": "done",
  "hold_buffers": 0,
  "r2r-end": "state[2]",
  "skew_ps": 0.925,
  "untimed_endpoints": 20,
  "core_area_um2": 3420
}
worst max path at each step:
stage / from / cells after the start / slack (ps) / to
CTS: qm1 / 4 / 290 / state[2]
global route: qm1 / 4 / 200 / state[2]
finish: qm1 / 4 / 260 / state[2]
per-layer routing:
| layer | share of wire (%) | vias up | global-route usage (%) |
|---|---|---|---|
| met5 | 0 | - | 0 |
| met4 | 2.4 | 0 | 1.06 |
| met3 | 18 | 3 | 1.59 |
| met2 | 30 | 35 | 4.25 |
| met1 | 50 | 163 | 4.22 |
| li1 | - | 222 | - |
cell usage after synthesis:
library cell,number,area [µm²]
dlxtn_1,9,135
nand2_1,7,26.3
buf_4,4,30.0
inv_1,4,15.0
nand2b_1,4,25.0
nor2_1,4,15.0
edfxtp_1,3,90.1
a21oi_1,2,10.0
buf_2,2,10.0
nor2b_1,2,12.5
nor3_1,2,10.0
xnor2_1,2,17.5
a211o_1,1,8.76
a211oi_1,1,7.51
a21o_1,1,7.51
and2_1,1,6.26
and3_1,1,6.26
buf_6,1,11.3
conb_1,1,3.75
nand4bb_1,1,11.3
o211ai_1,1,7.51
o21ai_0,1,5.00
o21ai_2,1,8.76
o21bai_1,1,7.51
o31ai_1,1,7.51
or2_2,1,6.26
or3b_4,1,11.3
per-stage QoR:
step / utilization [%] / cells
floorplan: - / 60
global placement: 20.0 / 116
detailed placement: 20.0 / 116
CTS: 20.8 / 120
global route: 20.8 / 120
finish: 20.8 / 120
cells by family (layout without fill, tap and decap cells):
logic type             Yosys count  count (layout)
AND/OR/NAND/NOR                 24              24
buffers and inverters           11              25
AND-OR/OR-AND                   10              10
latches                          9               9
flip-flops                       3               3
XOR/XNOR                         2               2
other                            1               1
area by class of cell:
| class | count | area (µm²) | area share [%] |
|---|---|---|---|
| Timing Repair Buffer | 17 | 165 | 23.2 |
| Tap cell | 46 | 57.6 | 8.10 |
| Clock buffer | 4 | 26.3 | 3.70 |
| Inverter | 4 | 15.0 | 2.11 |
| Multi-Input combinational cell | 37 | 221 | 31.2 |
| Sequential cell | 12 | 225 | 31.7 |
power by group through the flow:
stage / clock (mW) / combinational [mW] / sequential (mW)
after CTS: 0.133 / 0.545 / 0.435
after global routing: 0.145 / 0.612 / 0.461
final: 0.128 / 0.539 / 0.437
worst reg2reg max path, cell delays in order (launching register included):
cell      delay, ps
edfxtp_1        530
nand2_1         180
nor3_1           70
o21bai_1        270
flip-flops by register name (all words and copies together), names as in the netlist:
signal  cells
addsub      1
clrff       1
done        1
ldq         1
lda         1
ldcnt       1
clra        1
dec         1
state       3
sfta        1
Power figures rest on the tool's default switching activity, not on a simulated workload.
